[flow/run.sh]
#!/bin/bash
# OpenROAD 26Q1-2900-gdf79404cd8, Yosys 0.63+post, stock flow scripts
make -C /OpenROAD-flow-scripts/flow DESIGN_CONFIG=/design/flow/config.mk WORK_HOME=/design/flow/orfs finish
[flow/config.mk]
export PLATFORM = sky130hd
export DESIGN_NAME = register_file
export DESIGN_NICKNAME = register_file
export VERILOG_FILES = /design/flow/design.v
export SDC_FILE = /design/flow/constraint.sdc
export NUM_CORES = 4
export LEC_CHECK = 1
export CORE_UTILIZATION = 40
[flow/constraint.sdc]
current_design register_file

set clk_period 6.4
set clk_io_pct 0.2

create_clock -name clk0 -period $clk_period [get_ports {clk}]

set non_clock_inputs [all_inputs -no_clocks]
set_input_delay [expr $clk_period * $clk_io_pct] -clock clk0 $non_clock_inputs
set_output_delay [expr $clk_period * $clk_io_pct] -clock clk0 [all_outputs]
[flow/design.v]
module register_file (
    ReadAddress1, ReadAddress2, WriteAddress, WriteData, ReadWriteEn, clk, ReadData1, ReadData2
);
    input [4 : 0] ReadAddress1, ReadAddress2;
    input [4 : 0] WriteAddress;
    input [31 : 0] WriteData;
    input ReadWriteEn, clk;
    output reg [31 : 0] ReadData1, ReadData2;
    reg [31 : 0] register [31 : 0];
    always @(posedge clk) begin
        if (ReadWriteEn == 1'b0) begin
            register[WriteAddress] <= WriteData;
        end
        else if (ReadWriteEn == 1'b1) begin 
            ReadData1 <= register[ReadAddress1];
            ReadData2 <= register[ReadAddress2];
        end
    end
endmodule
==> impl_metrics.py <==
# Auto-generated metrics
metrics = {
    "worst_setup_path": {
        "timing.critical_path.required_ps": 6820,
        "crit_path_max_incr_delay_ps": 760,
        "worst-endpoint-arrival_ps": 4060,
        "path_max_fanout": 31,
        "critical_path.cell_chain": "clkdlybuf4s50_1 > nor2b_4 > buf_4 > a22o_1 > nor3_1 > a31oi_1 > nand3_1",
        "timing.critical_path.max_delay_family": "buffers and inverters",
        "criticalPathCategory": "in2reg",
        "critical_path_buf_inv_count": 2,
        "timing.critical_path.to_type": "flop",
        "worst_path_max_delay_cell": "nor2b_4",
        "worstSetupStartpointType": "primary input",
    },
    "cts": {
        "worst_setup_hold_path_clk_slew_ps": 60,
        "count_of_instances_resized_after_the_clock_tree_is_built": 0,
        "post-cts-setup-buffer-count": 0,
        "clk-insertion-delay-late_ps": 700,
        "postCtsHoldBufs": 0,
        "cts_tree": "built",
        "cts_sinks": 1088,
        "cts_htree_levels": 3,
        "cts_buffer_count": 112,
        "clock-root-buffer": "clkbuf_16",
        "max-clock-path-buffers": 3,
    },
    "sta": {
        "finalHoldViolations": 0,
        "setup_viol": 0,
        "setup_repair_after_global_routing_missed_its_margin": "no",
        "fin_hold_ws_ps": 709,
        "normalized_max_slew_margin": 0.439,
        "shortest_period_the_worst_path_allows_ps": 3630,
        "fmax_mhz": 275,
        "finalClockPeriodUsage": 0.568,
        "max_slew.worst_pin.slew_ps": 840,
        "clock-skew-final_ps": 26.9,
        "final_max_tran_viols": 0,
        "finalSetupTns_ps": 0,
    },
    "yosys": {
        "post_synth_instance_area_um2": 50700,
        "syn-mean-instance-area_um2": 14.7,
        "synth-area-yosys_um2": 50700,
        "yosysTopAreaCell": "edfxtp_1",
        "synth.most_common_cell": "edfxtp_1",
        "ys_seq_share": 0.644,
        "synthFlopType": "edfxtp_1",
        "post_synth_num_cell_types": 23,
        "asyncSetResetFlopFracSynth": 0,
        "synth_cells": 3452,
        "synth-seq-cells": 1088,
        "yosys_warning_total": 1,
        "synthTopCellsByArea": "edfxtp_1 64%, mux2i_1 20%, a22oi_1 2.8%",
        "synth_stat.cells": 3452,
        "top_area_frac": 0.644,
        "enable_flop_cells": 1088,
        "synth.top_cells.by_count": "1088 x edfxtp_1, 1024 x mux2i_1, 196 x nand2_1",
    },
    "floorplanning": {
        "fp-row-count": 130,
        "floorplanUtilization": 0.403,
        "floorplan.core_area_um2": 126000,
        "die_height_um": 358,
        "chipArea_um2": 128000,
        "fp.dieW_um": 358,
        "floorplan.io_pins": 113,
    },
    "drt": {
        "detail_route.iter0.violations": 2372,
        "finalWirelength_um": 156000,
        "route.antenna.remaining_nets": 0,
        "drt_first_pass_iters": 6,
        "drc": 0,
        "per_cell_via_count_in_the_routed_design": 5.95,
        "detailroute.via_count": 31600,
        "route.detailed.wl_per_inst_um": 29.4,
    },
    "hold_path": {
        "hold_class": "reg2reg",
    },
    "grt": {
        "global_route.overflow_total": 0,
        "antenna_found_initial": 7,
        "maximum_number_of_pins_on_one_net_before_global_route_repair": 90,
        "via_count_of_the_first_global_routing_pass": 32900,
        "grt_usage": 0.262,
        "grt_first_pass_wirelength_um": 224000,
    },
    "flow_run": {
        "tool_warnings": 26,
        "drv_cap": 0,
    },
    "placed_design": {
        "globalplace.congestion": 0.896,
        "half_perimeter_wire_length_of_the_detailed_placement_result_um": 87800,
        "place.port_buffers": 112,
    },
    "cells_and_area": {
        "logic_area_um2": 16800,
        "fill_cells": 10700,
        "sequential_cell_area_um2": 32700,
        "final_layout_size_suffix_gt1_frac": 0.0982,
        "area_delta_synth_final_pct": 13.4,
    },
    "power": {
        "total_leakage_power_uw": 0.0210,
        "cellPowerDensity_nw_per_um2": 277,
        "worst_ir_drop_vdd_mv": 0.215,
        "total_power_uw": 15900,
    },
    "status": {
        "run_status": "finished, final reports clean",
    },
}
==> logic make-up after synthesis <==
kind of cell	after synthesis	synth area share
flops	1088	0.644
mux	1024	0.202
compound gates	576	0.0774
simple gates	510	0.0454
buf+inv	254	0.0308
==> state kept, by name, summed over array words and instances, names as in the netlist <==
name,count
register,1024
ReadData1,32
ReadData2,32
==> final cells by class <==
type,count,share of cell area
Clock buffer,131,0.0507
Antenna cell,3,0.000131
Tap cell,1650,0.0359
Multi-Input combinational cell,2110,0.292
Sequential cell,1088,0.568
Timing Repair Buffer,249,0.0406
Clock inverter,77,0.0127
==> tightest hold or removal path, cell delays in order, from the launching register on <==
cell and delay, ps:
edfxtp_1 340, mux2i_1 70, nand2_1 70, nand3_1 60, nand3_1 80
==> worst paths after layout <==
path | from | end | slack (ps) | cells after the start
worst max-delay path | ReadAddress2[2] | ReadData2[5] | 2770 | 7
worst min-delay path | register[24][10] | ReadData2[10] | 710 | 4
worst max register to register | register[3][29] | ReadData1[29] | 4830 | 5
worst min register to register | register[24][10] | ReadData2[10] | 710 | 4
==> cell usage in the layout, fill, tap and decap left out, types with 64 or more instances in the layout <==
master,Yosys,layout
buf_4,50,124
a22o_1,128,128
a22oi_1,192,192
clkbuf_16,0,114
clkdlybuf4s50_1,0,109
a31oi_1,64,64
mux2i_1,1024,1024
nand3_1,193,193
nand2_1,196,194
a21oi_1,192,192
edfxtp_1,1088,1088
nor3_1,64,64
==> per-layer routing <==
metal  wire length (µm)  global-route usage
met5                290              0.0126
met4               5180              0.0703
met3              22100               0.161
met2              72100               0.387
met1              56400               0.335
==> metrics by stage <==
step                worst slack [ps]  instance area (µm²)  std cells  utilization
floorplan                       2690                50700       3452            -
global placement                2140                53800       5097        0.428
detailed placement              2110                53800       5097        0.428
CTS                             2850                57500       5305        0.457
global route                    2660                57500       5307        0.457
finish                          2770                57500       5308        0.457
==> where the power goes <==
part / switching (µW) / leakage (µW) / internal [µW]
clock network: 2750 / 0.00178 / 3770
registers: 76.8 / 0.00986 / 7980
logic: 830 / 0.00931 / 494
total: 3660 / 0.0210 / 12200
Power figures rest on the tool's default switching activity, not on a simulated workload.

File: config.mk
export PLATFORM = sky130hd
export DESIGN_NAME = datapath
export DESIGN_NICKNAME = datapath
export VERILOG_FILES = /design/flow/design.v
export SDC_FILE = /design/flow/constraint.sdc
export NUM_CORES = 4
export LEC_CHECK = 1
export CORE_UTILIZATION = 30
File: constraint.sdc
current_design datapath

set clk_period 11.8
set clk_io_pct 0.2

create_clock -name clk0 -period $clk_period [get_ports {clk}]

set non_clock_inputs [all_inputs -no_clocks]
set_input_delay [expr $clk_period * $clk_io_pct] -clock clk0 $non_clock_inputs
set_output_delay [expr $clk_period * $clk_io_pct] -clock clk0 [all_outputs]
File: design.v
module load_reg (
    clk, clr, reset, inp, outp, dec, load
);
    input clk, clr, reset, dec, load;
    input [15 : 0] inp;
    output reg [15 : 0] outp;
    reg [15 : 0] temp;
    always @(posedge clk , posedge reset) begin
        if (reset) begin
            temp <= 16'bz;
        end
        else if (clr) begin
            temp <= 16'b0;
        end
        else if (load) begin
            temp <= inp;
        end
        else if (dec) begin
            temp <= temp - 1;
        end
    end
    always @(*) begin
        outp = temp;
    end
endmodule
module addition (
    a, b, result
);
    input [15 : 0] a, b;
    output [15 : 0] result;
    assign result = a + b;
endmodule
module compare (
    eqz, inp
);
    input [15 : 0] inp;
    output reg eqz;
    always @(*) begin
        if (inp == 16'b0) begin 
            eqz = 1'b1;
        end
        else eqz = 1'b0;
    end
endmodule
module datapath (
    clk, reset, clrP, decB, load_A, load_B, load_P, eqz, in, out, done
);
    input clk, reset, clrP, decB, load_A, load_B, load_P, done;
    input [15 : 0] in;
    output reg [15 : 0] out;
    output eqz;
    wire [15 : 0] temp_A, temp_B, temp_P, temp_ADD;
    load_reg A (
        .clk(clk),
        .reset(reset),
        .clr(1'b0),
        .dec(1'b0),
        .load(load_A),
        .inp(in),
        .outp(temp_A)
    );
    load_reg B (
        .clk(clk),
        .reset(reset),
        .clr(1'b0),
        .dec(decB),
        .load(load_B),
        .inp(in),
        .outp(temp_B)
    );
    load_reg P (
        .clk(clk),
        .reset(reset),
        .clr(clrP),
        .dec(1'b0),
        .load(load_P),
        .inp(temp_ADD),
        .outp(temp_P)
    );
    addition ADD (
        .a(temp_A),
        .b(temp_P),
        .result(temp_ADD)
    );
    compare CP (
        .inp(temp_B),
        .eqz(eqz)
    );
    always @(*) begin
        out = (done == 1'b1) ? (temp_P) : (16'bz);
    end
endmodule
File: run.sh
#!/bin/bash
# OpenROAD 26Q1-2900-gdf79404cd8, Yosys 0.63+post, stock flow scripts
make -C /OpenROAD-flow-scripts/flow DESIGN_CONFIG=/design/flow/config.mk WORK_HOME=/design/flow/orfs finish
==> reports/results.ini <==
[sta]
worst_pin_slew_ns=0.726
slew_headroom_pct=51.5
hold_slack_ns=0.519
clock.fmax_ghz=0.201
hold_viol=0
finalSetupTns_ns=0
fin_ws_ns=6.83
fin_crit_sh_pct=42.1
skew_ns=0.00721
rsz0062_at_grt=false
setup_violations=0
final_max_slew_viol_count=0
finalCriticalPeriod_ns=4.97

[floorplan]
initCoreUtil_pct=30.8
die_y_um=99.5
num_rows=35
core-area_sq_um=9240
die_area_sq_um=9890
top_level_ports=41
die_w_um=99.5

[cts]
root_buffer=clkbuf_8
clockBufferDepth=2
postCtsHoldBufs=0
post_cts_resized=0
clkLatencyLatePin_ns=0.30
cts_sinks=48
cts_setup_buffers=0
cts_made_buffers=5
cts_tree=built
clk_pin_slew_ns=0.09
cts_htree_levels=2

[setup_path]
crit_top_cell=nor4_1
path_max_fanout=5
timing.critical_path.buf_inv=1
regToRegSetupSlack_ns=9.32
cp_slowest_cell=or4_4
worst_ep_required_time_ns=9.44
cp.arrival_ns=2.61
critPathLaunchType=register
crit_chain=or4_4 -> nor4_1 -> or2b_1 -> nor4_1 -> clkdlybuf4s50_1
worst-setup-path-type=register to output pin
crit_family=simple AND/OR/NAND/NOR gates
cp-startpoint=B.temp[7]
slowest_delay_ns=0.59
worstSetupEndpointType=output pin
reg2reg_from=P.temp[4]

[detailed_routing]
vias_per_cell=4.74
drt_wl_total_um=5870
drt_iter0_drc=118
route.detailed.drc=0
antenna_left=0
dr.pass1.iters=4
antenna_cells=0
vias=2143
wl_per_cell_um=13.0

[outcome]
status=completed

[logic_synthesis]
adder_share_pct=8.17
muxShareOfSynthArea_pct=9.48
yosys_cells=283
simple_gate_share_pct=16.3
avgSynthCellArea_sq_um=10.1
syn_area_sq_um=2850
async_flop_share_pct=100
dominantRegCellSynth=dfrtp_1
ys_area_sq_um=2850
yosysUniqueCellTypes=47
ys_seq_share_pct=42.1
synth-xor-area-share_pct=6.76
synth_warnings=5
logic_family=simple AND/OR/NAND/NOR gates
edf_count=0
synth_flop_count=48
aoi_share_pct=14.7
syn_inst=283

[layout]
fillers=915
utilization_pct=37.7
syn2layout_area_growth_pct=22.2
drive_above_1_share_pct=11.1
fin_cells=452

[placement]
place.gp.congestion=0.811
place_ws_ns=7.16
placedCellCount=444
post-dp-hpwl_um=4240
io_buffer_count=39

[pwr]
p_leak_uw=0.00147
ir_drop_mv=0.0603
powerDensity_nw_per_um2=133

[global_route]
grt_max_degree=49
grtUsageTotal_pct=12.8
grt_first_pass_wirelength_um=9900
antenna_found_initial=0
grt_pass1_vias=2101
grt_overflow=0

[run]
maxCapViolations=0
warning_count=27

[worst_hold_path]
min_from=A.temp[0]
holdCritPathClass=register to register

## Yosys cell counts (5+ instances only)
library cell   n  area [sq um]
a21o_1         7          52.6
a21oi_1       11          55.1
clkbuf_1       8          30.0
dfrtp_1       48          1200
ha_1          17           213
inv_1          7          26.3
mux2_2        16           180
mux2i_1        9          90.1
nand2_1       26          97.6
nand2b_1       6          37.5
nor2_1        21          78.8
nor3_1         5          25.0
o21ai_0       18          90.1
xnor2_1       15           131
xor2_1         7          61.3
## routing by layer
layer  wire length (um)  track usage [%]  part of all wire [%]  vias to the layer above
li1                   -                -                     -                     1095
met1               2980             19.7                    51                     1004
met2               2620             20.3                    45                       42
met3                231             2.07                   3.9                        2
met4                 36             1.13                  0.61                        0
met5                  0                0                     0                        -
## layout make-up
| type | instances | area [sq um] | share of cell area [%] |
|---|---|---|---|
| clock buffer | 6 | 82.6 | 2.37 |
| clock inverter | 2 | 10.0 | 0.287 |
| inverter | 7 | 26.3 | 0.755 |
| multi-input combinational | 217 | 1580 | 45.4 |
| sequential | 48 | 1200 | 34.5 |
| tap | 129 | 161 | 4.64 |
| timing repair buffer | 43 | 420 | 12.1 |
## cell usage in the layout (no fill, tap or decap), drive strengths merged, types with 2 or more instances in the layout
| cell | count |
|---|---|
| a211oi | 4 |
| a21o | 7 |
| a21oi | 11 |
| a31oi | 3 |
| buf | 4 |
| clkbuf | 6 |
| clkdlybuf4s50 | 39 |
| clkinv | 2 |
| dfrtp | 48 |
| ha | 17 |
| inv | 7 |
| mux2 | 16 |
| mux2i | 9 |
| nand2 | 26 |
| nand2b | 6 |
| nand3b | 4 |
| nor2 | 21 |
| nor2b | 3 |
| nor3 | 5 |
| nor3b | 3 |
| nor4 | 5 |
| o2111ai | 2 |
| o211ai | 3 |
| o21a | 3 |
| o21ai | 21 |
| o21bai | 2 |
| o22ai | 2 |
| o311ai | 2 |
| or3 | 3 |
| or3b | 3 |
| or4 | 2 |
| xnor2 | 15 |
| xor2 | 7 |
## power by group
part / internal [uW] / leakage (uW) / switching, uW
Clock: 46.9 / 0.0000510 / 55.6
Combinational: 83.1 / 0.000830 / 72.4
Sequential: 186 / 0.000594 / 18.2
Total: 316 / 0.00147 / 146
## per-stage QoR
stage,instance area [sq um],power [uW]
2_1_floorplan,2850,310
3_3_place_gp,3390,361
3_5_place_dp,3390,363
4_1_cts,3480,469
5_1_grt,3480,497
6_report,3480,462
## flip-flops by register name (all words and copies together) (netlist names)
name and flops:
A.temp 16, B.temp 16, P.temp 16
## kinds of logic (layout without fill, tap and decap cells)
group           count (synthesis)  after routing
compound gates                 66             66
xor+xnor                       22             22
fa+ha+maj                      18             18
buf+inv                        18             58
flops                          48             48
mux                            25             25
simple gates                   86             86
## worst paths after layout
check | end | cells after the start
min in group asynchronous | B.temp[0] | 3
worst min register to register | A.temp[0] | 1
worst max-delay path | eqz | 5
max in group asynchronous | P.temp[7] | 3
worst min-delay path | A.temp[0] | 1
worst max register to register | P.temp[15] | 7
Power is estimated from default activity; no workload was simulated.

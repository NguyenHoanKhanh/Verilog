## flow/run.sh

```bash
#!/bin/bash
# OpenROAD 26Q1-2900-gdf79404cd8, Yosys 0.63+post, stock flow scripts
make -C /OpenROAD-flow-scripts/flow DESIGN_CONFIG=/design/flow/config.mk WORK_HOME=/design/flow/orfs finish
```

## flow/config.mk

```make
export PLATFORM = sky130hd
export DESIGN_NAME = ALU
export DESIGN_NICKNAME = ALU
export VERILOG_FILES = /design/flow/design.v
export SDC_FILE = /design/flow/constraint.sdc
export NUM_CORES = 4
export LEC_CHECK = 1
export CORE_UTILIZATION = 50
```

## flow/constraint.sdc

```tcl
current_design ALU

set clk_period 29.6
set clk_io_pct 0.2

create_clock -name clk0 -period $clk_period

set non_clock_inputs [all_inputs -no_clocks]
set_input_delay [expr $clk_period * $clk_io_pct] -clock clk0 $non_clock_inputs
set_output_delay [expr $clk_period * $clk_io_pct] -clock clk0 [all_outputs]
```

## flow/design.v

```verilog
module AND32 (
    inp1, inp2, outp
);
    input [31 : 0] inp1, inp2;
    output [31 : 0] outp;
    assign outp = inp1 & inp2;
endmodule
module OR32 (
    inp1, inp2, outp
);
    input [31 : 0] inp1, inp2;
    output [31 : 0] outp;
    assign outp = inp1 | inp2;
endmodule
module XOR32 (
    inp1, inp2, outp
);
    input [31 : 0] inp1, inp2;
    output [31 : 0] outp;
    assign outp = inp1 ^ inp2;
endmodule
module FullAdder (
    inp1, inp2, Cin, Cout, Sum
);
    input inp1, inp2;
    input Cin;
    output Cout, Sum;
    wire t1, t2, t3, t4;
    xor x1 (t1, inp1, inp2);
    xor x2 (Sum, t1, Cin);
    and a1 (t3, inp1, inp2);
    and a2 (t4, t1, Cin);
    or o1 (Cout, t3, t4);
endmodule
module INCREMENT (
    inp1, outp, overflow, carryout
);
    input [31 : 0] inp1;
    output [31 : 0] outp;
    output overflow, carryout;
    wire [31 : 0] inp2;
    wire [31 : 0] t;
    genvar i;
    assign inp2 = 32'h00000001;
    assign t[0] = 1'b0;
    generate
        for (i = 0; i < 31; i = i + 1)
            begin
                FullAdder fa (.inp1(inp1[i]), .inp2(inp2[i]), .Cin(t[i]), .Sum(outp[i]), .Cout(t[i + 1]));
            end
            FullAdder fa31 (.inp1(inp1[31]), .inp2(inp2[31]), .Cin(t[31]), .Sum(outp[31]), .Cout(carryout));
    endgenerate
    assign overflow = t[31] ^ t[30];
endmodule
module ADD32 (
    inp1, inp2, outp, overflow, carryout
);
    input [31 : 0] inp1, inp2;
    output [31 : 0] outp;
    output overflow;
    output carryout;
    wire [31 : 0] t;
    genvar i;
    assign t[0] = 1'b0;
    generate 
        for (i = 0; i < 31; i = i + 1)
            begin 
                FullAdder F (.inp1(inp1[i]), .inp2(inp2[i]), .Cin(t[i]), .Sum(outp[i]), .Cout(t[i + 1]));
            end
                FullAdder lastF (.inp1(inp1[31]), .inp2(inp2[31]), .Cin(t[31]), .Sum(outp[31]), .Cout(carryout));
    endgenerate
    assign overflow = t[30] ^ t[31];
endmodule 
module DECREMENT (
    inp1, outp, carryout
);
    input [31 : 0] inp1;
    output signed [31 : 0] outp;
    output carryout;
    wire [31 : 0] inp2;
    wire [31 : 0] t;
    genvar i;
    assign inp2 = 32'hFFFFFFFF;
    assign t[0] = 1'b0;
    generate
        for (i = 0; i < 31; i = i + 1)
            begin
                FullAdder fa (.inp1(inp1[i]), .inp2(inp2[i]), .Cin(t[i]), .Sum(outp[i]), .Cout(t[i + 1]));
            end
                FullAdder fa31 (.inp1(inp1[31]), .inp2(inp2[31]), .Cin(t[31]), .Sum(outp[31]), .Cout(carryout));
    endgenerate
endmodule 
module SUB32 (
    inp1, inp2, Subout, carryout
);
    input [31 : 0] inp1, inp2;
    output signed [31 : 0] Subout;
    output carryout;
    wire [31 : 0] t, temp_inp2;
    assign t[0] = 1'b1;
    genvar i;
    generate 
        for (i = 0; i <= 31; i = i + 1)
            begin
                not n (temp_inp2[i], inp2[i]);
            end
    endgenerate
    generate 
        for (i = 0; i < 31; i = i + 1)
            begin
                FullAdder fa (.inp1(inp1[i]), .inp2(temp_inp2[i]), .Cin(t[i]), .Sum(Subout[i]), .Cout(t[i + 1]));
            end
                FullAdder fa31 (.inp1(inp1[31]), .inp2(temp_inp2[31]), .Cin(t[31]), .Sum(Subout[31]), .Cout(carryout));
    endgenerate
endmodule 
module complement (
    inp, outp
);
    input [31 : 0] inp;
    output [31 : 0] outp;
    assign outp = ~inp;
endmodule
module ALU (
    inp1, inp2, outp, carryout, sel_alu, overflow
);
    input [31 : 0] inp1, inp2;
    input [2 : 0] sel_alu;
    output reg signed [31 : 0] outp;
    output reg carryout;
    output reg overflow;
    wire signed [31 : 0] out_comp, out_and, out_xor, out_or, out_de, out_add, out_sub, out_inc;
    wire overflow_add, overflow_in;
    wire carryout_de, carryout_in, carryout_add, carryout_sub;
    reg [31 : 0] temp_out;
    reg temp_carry, temp_over;
    complement C (.inp(inp1), .outp(out_comp));
    AND32 A32 (.inp1(inp1), .inp2(inp2), .outp(out_and));
    XOR32 X32 (.inp1(inp1), .inp2(inp2), .outp(out_xor));
    OR32 O32 (.inp1(inp1), .inp2(inp2), .outp(out_or));
    DECREMENT DE32 (.inp1(inp1), .outp(out_de), .carryout(carryout_de));
    ADD32 AD32 (.inp1(inp1), .inp2(inp2), .outp(out_add), .overflow(overflow_add), .carryout(carryout_add));
    SUB32 SU32 (.inp1(inp1), .inp2(inp2), .Subout(out_sub), .carryout(carryout_sub));
    INCREMENT IN32 (.inp1(inp1), .outp(out_inc), .overflow(overflow_in), .carryout(carryout_in));
    always @(*) begin
        if (sel_alu == 3'b000) begin
            temp_out <= out_comp;
        end
        else if (sel_alu == 3'b001) begin
            temp_out <= out_and;
        end
        else if (sel_alu == 3'b010) begin
            temp_out <= out_xor;
        end
        else if (sel_alu == 3'b011) begin
            temp_out <= out_or;
        end
        else if (sel_alu == 3'b100) begin
            temp_out <= out_de;
            temp_carry <= carryout_de;
        end
        else if (sel_alu == 3'b101) begin
            temp_out <= out_add;
            temp_carry <= carryout_add;
            temp_over <= overflow_add;
        end
        else if (sel_alu == 3'b110) begin
            temp_out <= out_sub;
            temp_carry <= carryout_sub;
        end
        else if (sel_alu == 3'b111) begin
            temp_out <= out_inc;
            temp_carry <= carryout_in;
        end
    end
    always @(*) begin
        outp = temp_out;
        carryout = temp_carry;
        overflow = temp_over;
    end
endmodule
```

==> results.toml <==
# generated from flow reports
[floorplan]
rows = 39
core_area_um2 = 11400
die_h_um = 110
io_pins = 101
die-area_um2 = 12200
fp.dieW_um = 110
initCoreUtil = 0.513

[sta]
slew_headroom = 0.461
unclocked_regs = 34
rsz0062_at_grt = "no"
fin_tns_setup_ns = 0
max_freq_ghz = 0.0377
max_slew.worst_pin.slew_ns = 0.807
untimed_endpoints = 36
setup_viol = 0
fin_crit_sh = 0.896
report.final.slew_viol_count = 0
fin_ws_ns = 3.07
fin_crit_ns = 26.53
hold_violations = 0

[global_routing]
antenna_found_initial = 0
track_usage = 0.239
grt_pass1_wl_um = 21800
grt_max_degree = 71
grt_pass1_vias = 4556
gr-total-overflow = 0

[outcome]
status = "finished clean"

[placed_design]
dp_slack_ns = 3.09
routabilityCongestion = 0.862
dpl_cell_area_um2 = 6990
hpwl_um = 9920
portBuffers = 101

[setup_path]
end_kind = "output port"
cp_data_required_time_ns = 23.68
crit_end = "outp[31]"
worstPathArrival_ns = 20.61
crit_fanout = 4
crit_slowest_cell = "clkdlybuf4s50_1"
startpoint = "inp1[0]"
timing_worst_setup_path_type = "input port to output port"
critPathLaunchType = "input port"
cpPeakStageDelay_ns = 0.56
cpMostUsedCell = "fa_1"

[synth]
yosys_warnings = 1
async_flop_share = 0
netlist_area_um2 = 5860
ys_types = 43
synth-edff-count = 0
common_cells = "127 x ha_1, 78 x inv_1, 62 x fa_1"
yosys_area_um2 = 5860
top_logic_kind = "adder cells"
simple_gate_area_frac = 0.0551
synthFlopType = "dlxtn_1"
ys.flops = 34
avgSynthCellArea_um2 = 9.77
xor_share = 0.00149
ys_cells = 600
top_area_frac = 0.271
ys_sh_mux = 0.141
synth_compound_gate_area_share = 0.146
yosysTopAreaCell = "ha_1"
synth.area.top_cells = "ha_1 27%, fa_1 21%, mux2i_1 10%, dlxtn_1 8.7%, inv_1 5.0%"
synthCells = 600
synthAdderAreaFrac = 0.483
top_cell = "ha_1"

[routing]
avgViaCountPerCell = 5.32
via_count = 4489
antenna-diode-count = 0
firstDrtPassIters = 4
drc = 0
drtIter0Drc = 229
drt_wl_total_um = 12700
final_antenna_net_count = 0
wire_per_inst_um = 15.1

[layout]
nFillCells = 975
design_area_um2 = 6990
drive_gt1_frac = 0.0485
synthToLayoutAreaGrowth_pct = 19.2

[power]
peakVddDrop_uv = 8.04
power_leakage_nw = 3.50
power_uw = 98.8
p_per_area_nw_per_um2 = 14.1

[clocking]
cts_hold_buf = 0
postCtsSetupBuffers = 0
cts_resized = 0

[flow_run]
cap_violations = 0
warnings = 67
metal layers:
| layer | track usage | part of all wire |
|---|---|---|
| met5 | 0 | 0 |
| met3 | 0.0168 | 0.040 |
| met2 | 0.397 | 0.48 |
| met4 | 0.00752 | 0.0036 |
| met1 | 0.378 | 0.48 |
cells by family after synthesis:
kind of cell | after synthesis
adder cells (fa/ha/maj) | 189
AND-OR/OR-AND | 118
buffers and inverters | 115
AND/OR/NAND/NOR | 72
multiplexers | 70
latches | 34
other | 1
XOR/XNOR | 1
power breakdown:
group          internal [mW]  switching [mW]  leakage (nW)
Sequential           0.00649        0.000733         0.277
Clock                      0               0             0
Combinational         0.0466          0.0449          3.22
Total                 0.0531          0.0456          3.50
cell usage in the layout, fill, tap and decap left out, drive strengths merged, types with 2 or more instances in the layout:
cell / n
conb: 32
fa: 62
a21oi: 31
mux4: 10
nand2b: 4
o2bb2ai: 4
a211oi: 5
inv: 80
clkdlybuf4s50: 99
o32a: 2
mux2i: 59
buf: 6
o21ai: 11
o22ai: 3
ha: 127
nor2b: 7
o22a: 2
o221a: 14
o221ai: 4
nand2: 32
dlxtn: 34
nor2: 23
and2: 2
a22oi: 14
o211ai: 20
final cells by class:
cell class	count	area [µm²]	share of cell area
well taps	143	179	0.0256
flip-flops and latches	34	510	0.0731
inverters	80	300	0.0430
repair buffers	105	1030	0.148
multi-input cells	482	4960	0.710
flip-flops by register name, indices dropped and copies added, names as in the netlist:
name,count
temp_over,1
temp_carry,1
temp_out,32
stage by stage:
stage	std cells	util
6_report	844	0.612
5_1_grt	844	0.612
4_1_cts	844	0.612
3_5_place_dp	844	0.612
3_3_place_gp	844	0.612
2_1_floorplan	631	-
critical path: cells and delay by family:
kind                     cells  cell delay (ns)
AND-OR/OR-AND                1             0.08
adder cells (fa/ha/maj)     32            12.68
buffers and inverters        4             1.13
latches                      1             0.24
multiplexers                 1             0.46
AND/OR/NAND/NOR              1             0.06
Power is estimated from default activity; no workload was simulated.
